$ cat design.v
module compare (A, B, AeqB, AgtB, AltB);
	input [3:0] A, B;
	output AeqB, AgtB, AltB;
	reg AeqB, AgtB, AltB;
	always @(A or B)
	begin
		AeqB = 0;
		AgtB = 0;
		AltB = 0;
		if(A == B)
			AeqB = 1;
		else if (A > B)
			AgtB = 1;
		else
			AltB = 1;
	end
endmodule
$ cat run.sh
#!/bin/bash
# OpenROAD 26Q1-2900-gdf79404cd8, Yosys 0.63+post, stock flow scripts
make -C /OpenROAD-flow-scripts/flow DESIGN_CONFIG=/design/flow/config.mk WORK_HOME=/design/flow/orfs finish
$ cat config.mk
export PLATFORM = sky130hd
export DESIGN_NAME = compare
export DESIGN_NICKNAME = compare
export VERILOG_FILES = /design/flow/design.v
export SDC_FILE = /design/flow/constraint.sdc
export NUM_CORES = 4
export LEC_CHECK = 1
export CORE_AREA = 10 10 70 70
export DIE_AREA = 0 0 80 80
$ cat constraint.sdc
current_design compare

set clk_period 1.6
set clk_io_pct 0.2

create_clock -name clk0 -period $clk_period

set non_clock_inputs [all_inputs -no_clocks]
set_input_delay [expr $clk_period * $clk_io_pct] -clock clk0 $non_clock_inputs
set_output_delay [expr $clk_period * $clk_io_pct] -clock clk0 [all_outputs]
==> results_slide.txt <==
Synthesis and Place & Route Summary

Detailed routing
  – Via count: 144
  – Final WL: slightly above 400 um
  – N_diodes: 0
  – 1st-iter DRT viols: 0
  – DRC: 0
  – Detailed Routing Iterations Pass 1: 1
  – Antenna Nets Post-Route: 0
  – WL per Instance: around 5.5 um
  – Via density per instance: roughly 2

Power and ir drop
  – Sequential fraction of design power: 0%
  – Switch share: a little over two fifths
  – Clk pwr share: 0%
  – NetSw: 32.2 uW
  – P per Cell Area: about 240 mW/mm2
  – Leakage: roughly 0.00013 uW
  – Max VDD drop: between 0.00002 and 0.000025 V
  – Int Power: ~44 uW
  – Comb pwr share: ~100%

Placement
  – # port buffers: 11
  – HPWL Detailed: around 330 um
  – RD Place Congestion: 0.772
  – Post-DP Area: between 200 and 300 um2

Final timing
  – Cycle use final: 97.5%
  – Max-slew headroom: between 90% and 100%
  – Slew @ Worst Pin: approximately 0.12 ns
  – Final setup fails: 0
  – Fin. max-slew vios: 0
  – Hold Vio Cnt, Final: 0
  – Hold_ws: roughly 1.1 ns
  – FMAX: 0.641 GHz
  – Min Clock Period, post-route: roughly 1.6 ns

Logic synthesis
  – Compound-cell area share of the yosys netlist: 17.2%
  – Synth warnings: 1
  – Area leader share: between 40% and 50%
  – Mean Syn Cell Area: between 6 and 7 um2
  – Yosys stat cell total: 17
  – YS chip area: between 100 and 150 um2
  – Adder Area Share: between 40% and 50%
  – Syn Inst Count: 17
  – Synth cell count leaders: 5 x inv_1, 4 x ha_1, 2 x nand2_1, 2 x nor2_1
  – Cell area leaders: ha_1 46%, inv_1 17%, a21oi_2 8.0%, nand2_1 6.9%, nor2_1 6.9%
  – Synth Seq Share: 0%
  – Xor+xnor area frac: 0%
  – Simple Share, Synth: 19.5%
  – Count of cell types in the netlist: 8
  – Top comb family, area: adder cells
  – Cell area after synthesis: around 110 um2
  – Most frequent cell after synthesis: inv_1
  – Area leader, netlist: ha_1
  – Synth mux share: 0%

Floorplan
  – Starting Density: under 10%
  – Die width: roughly 80 um
  – CORE AREA: roughly 0.0034 mm2
  – Chip height: approximately 80 um
  – I/O pins: 11
  – Row cnt: 21
  – Die area: between 0.006 and 0.007 mm2

Final layout
  – CLK BUF: 0
  – Seq_cells: 0
  – Layout cells sized above 1: between 60 and 70%
  – Area Growth Syn to Fin: 190%
  – Flop area: 0 um2
  – Fill cells: 400
  – Final instance area: around 320 um2

Critical path
  – Crit. End Element: output port
  – CP required: approximately 1.3 ns
  – Crit path max fanout: 2
  – Critical Path Start Type: input pin
  – Critical path arrival: 1.24 ns
  – Type of the worst setup path: in -> out

Global route
  – Initial antenna violation count: 0
  – First-pass GRT wire length: ~600 um
  – Vias in the first global route: about 140
  – Largest net degree at the start of global routing: 4
  – Total grt overflow: 0
  – Total track usage: slightly above 1%

Run status
  – Status: finished, final reports clean

Run
  – Max-cap violations: 0
  – Number of warnings in the stage logs: 32

Clock network
  – Hold Buf Count CTS: 0
  – Setup bufs post-CTS: 0

Min path
  – HP Class: in -> out
## worst max-delay path, stage by stage
cell           delay, ns
dlygate4sd2_1       0.23
inv_2               0.06
ha_4                0.20
a21oi_2             0.13
o21ai_2             0.06
nor2b_1             0.12
buf_2               0.11
## worst paths after layout
path	startpoint	end	slack [ns]	cells after the start
worst max-delay path	B[1]	AgtB	0.04	7
worst min-delay path	A[3]	AltB	1.11	6
## cells in the final DEF (no fill, tap or decap), types with 2 or more instances in the layout
cell type and n:
clkdlybuf4s15_1 3, buf_2 3, inv_1 2, inv_2 3
ha_4 3, clkbuf_2 2, dlygate4sd2_1 3
## power groups by stage
stage	Combinational, uW	Clock (uW)	Sequential (uW)
4_1_cts	70.2	0	0
5_1_grt	84.7	0	0
6_report	76.4	0	0
## layout make-up
type | count | area, um2 | share of cell area [%]
well taps | 46 | 57.6 | 18.3
inverters | 5 | 18.8 | 5.95
multi-input cells | 12 | 158 | 50.0
repair buffers | 11 | 81.3 | 25.8
## layer usage
layer | wire length (um) | track usage (%) | vias to the layer above
met5 | 0 | 0 | -
met4 | 0 | 0 | 0
met3 | 69 | 0.568 | 0
met2 | 136 | 1.28 | 9
met1 | 203 | 1.58 | 58
li1 | - | - | 77
## timing repair
| item | in CTS | in global routing |
|---|---|---|
| pin swaps | 7 | 8 |
| gates resized | 29 | 9 |
| setup endpoints to repair | 3 | 2 |
## metrics by stage
stage                     power (uW)   TNS [ns]  std cells  utilization (%)  setup slack [ns]
after floorplan                 22.0          0         17                -             0.354
after global placement          61.7      -1.75         74             8.10            -0.624
after detailed placement        61.9      -1.81         74             8.10            -0.645
after CTS                       70.2          0         74             9.05           0.00739
after global routing            84.7  -0.000320         74             9.23         -0.000320
final                           76.4          0         74             9.23            0.0405
## cell families (layout without fill, tap and decap cells)
family | after synthesis | in the layout
AND-OR/OR-AND | 3 | 3
buffers and inverters | 5 | 16
adder cells (fa/ha/maj) | 4 | 4
AND/OR/NAND/NOR | 5 | 5
No activity file was given, so power comes from the tool's default toggle rates.
