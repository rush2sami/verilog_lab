`flow/design.v`:
```
module mealy_statemachine
(
	input	clk, data_in, reset,
	output reg [1:0] data_out
);
	reg		[1:0]state;
	parameter S0 = 0, S1 = 1, S2 = 2, S3 = 3;
	always @ (posedge clk or posedge reset) begin
		if (reset)
			state <= S0;
		else
			case (state)
				S0:
					if (data_in)
					begin
						state <= S1;
					end
					else
					begin
						state <= S1;
					end
				S1:
					if (data_in)
					begin
						state <= S2;
					end
					else
					begin
						state <= S1;
					end
				S2:
					if (data_in)
					begin
						state <= S3;
					end
					else
					begin
						state <= S1;
					end
				S3:
					if (data_in)
					begin
						state <= S2;
					end
					else
					begin
						state <= S3;
					end
			endcase
	end
	always @ (state or data_in)
	begin
		case (state)
			S0:
				if (data_in)
				begin
					data_out = 2'b00;
				end
				else
				begin
					data_out = 2'b10;
				end
			S1:
				if (data_in)
				begin
					data_out = 2'b01;
				end
				else
				begin
					data_out = 2'b00;
				end
			S2:
				if (data_in)
				begin
					data_out = 2'b10;
				end
				else
				begin
					data_out = 2'b01;
				end
			S3:
				if (data_in)
				begin
					data_out = 2'b11;
				end
				else
				begin
					data_out = 2'b00;
				end
		endcase
	end
endmodule
```
`flow/run.sh`:
```
#!/bin/bash
# OpenROAD 26Q1-2900-gdf79404cd8, Yosys 0.63+post, stock flow scripts
make -C /OpenROAD-flow-scripts/flow DESIGN_CONFIG=/design/flow/config.mk WORK_HOME=/design/flow/orfs finish
```
`flow/config.mk`:
```
export PLATFORM = sky130hd
export DESIGN_NAME = mealy_statemachine
export DESIGN_NICKNAME = mealy_statemachine
export VERILOG_FILES = /design/flow/design.v
export SDC_FILE = /design/flow/constraint.sdc
export NUM_CORES = 4
export LEC_CHECK = 1
export CORE_AREA = 10 10 70 70
export DIE_AREA = 0 0 80 80
```
`flow/constraint.sdc`:
```
current_design mealy_statemachine

set clk_period 1.1
set clk_io_pct 0.2

create_clock -name clk0 -period $clk_period [get_ports {clk}]

set non_clock_inputs [all_inputs -no_clocks]
set_input_delay [expr $clk_period * $clk_io_pct] -clock clk0 $non_clock_inputs
set_output_delay [expr $clk_period * $clk_io_pct] -clock clk0 [all_outputs]
```
==> run_results.csv <==
group,metric,value,unit
status,status,"complete, but fails checks",
status,violations,"negative setup slack",
yosys,yosys_area,166,um^2
place,place_congestion,0.674,
grt,grt_use_met1,1.47,%
final_layout,drive_above_1_share,41.4,%
final_layout,seqCellArea,101,um^2
clock_network,clk_path_buf_depth,2,
worst_setup_path,path_class,"flop to primary output",
worst_setup_path,cp-start-kind,"flop",
routing,first_pass_iters,1,
yosys,synth_area,166,um^2
grt,use_met3,2.84,%
yosys,ys_types,12,
clock_network,clk_pin_slew,40,ps
worst_setup_path,slowest_stage,"or4_1",
worst_setup_path,ff2ff_path_depth,4,
yosys,syn_avg_cell_area,11.1,um^2
place,place_area,302,um^2
floorplanning,dieArea,6400,um^2
worst_setup_path,cp.required,880,ps
yosys,ys_warn_count,1,
yosys,netlist.area_leader.share,45.1,%
final_layout,logic_area,57.6,um^2
worst_setup_path,end_kind,"primary output",
floorplanning,fp-utilization,4.87,%
clock_network,cts-htree-levels,1,
run,warnings,28,
final_layout,syn2layout_area_growth,99.2,%
pwr,ir_worst_vdd,0.248,mV
routing,post_drt_via_cell_ratio,2.09,
final_layout,fin_area,332,um^2
place,dp_hpwl,344,um
routing,diodes,0,
grt,antenna_found_initial,0,
final_timing,min_period,1500,ps
final_timing,finalClockSkew,7.96,ps
min_path,hold_path_class,"primary input to async pin",
worst_setup_path,crit_family,"simple AND/OR/NAND/NOR gates",
worst_setup_path,path_cells,"or4_1 -> nand2_1 -> buf_2",
floorplanning,coreArea,3420,um^2
routing,drtIter0Drc,0,
floorplanning,row_count,21,
pwr,power-per-cell-area,1340,nW/um^2
yosys,top_area_cell,"dfrtp_1",
final_timing,finalCritPeriodShare,136,%
final_timing,finalHoldViolations,0,
clock_network,cts_hold_buf,0,
routing,drc,0,
grt,grt_use_total,1.79,%
worst_setup_path,worst-path-stages,3,
clock_network,cts_tree,"built",
floorplanning,die_y,80,um
grt,use_met2,2.17,%
final_layout,fillers,405,
grt,grt-ovfl-total,0,
routing,routed_wl,454,um
floorplanning,die_x,80,um
routing,via_count,157,
final_timing,fmax,669,MHz
worst_setup_path,cp_num_buf_inv,1,
final_timing,finalMaxSlewViolations,0,
grt,grt_pass1_vias,193,
final_timing,setup_viol,2,
yosys,yosys_cells,15,
clock_network,worstSkewPairLatency,240,ps
final_timing,rsz0062_at_grt,"yes",
clock_network,cts_sinks,4,
final_timing,fin_tns_setup,-688,ps
yosys,ys_seq_share,60.9,%
final_timing,finalWorstSetupSlack,-395,ps
grt,grt_first_pass_wirelength,848,um
routing,ant_nets,0,
clock_network,numCtsBuffers,3,
yosys,ys.flops,4,
yosys,postSynthCellCount,15,
worst_setup_path,worstPathArrival,1280,ps
worst_setup_path,cp_max_fo,2,
floorplanning,io_pins,5,
place,port_buffers,4,
routing,wl_per_cell,6.05,um
pwr,fin_total_pwr,444,uW
pwr,power.leakage,0.000150,uW
run,cap_violations,0,
worst_setup_path,slowest_delay,510,ps
grt,grt_max_degree,6,
yosys,synthTopCellsByArea,"dfrtp_1 45%, dfstp_2 16%, mux2_1 6.8%",
clock_network,root_buffer,"clkbuf_4",
grt,busiest_layer,"met3",
[logic make-up (layout without fill, tap and decap cells)]
kind of cell	Yosys count	in the layout	share of synthesized area, %
AND-OR/OR-AND	4	4	16.5
multiplexers	1	1	6.77
flip-flops	4	4	60.9
AND/OR/NAND/NOR	3	3	9.02
other	1	1	2.25
buffers and inverters	2	16	4.51
[routing by layer]
metal / vias to the layer above / wire (um) / share of wire, %
li1: 77 / - / -
met1: 71 / 157 / 35
met2: 9 / 163 / 36
met3: 0 / 133 / 29
met4: 0 / 0 / 0
met5: - / 0 / 0
[synthesized netlist by cell type (all sizes together)]
cell type,count
a21o,1
dfrtp,3
nor2,1
inv,2
o21a,1
o21ai,1
dfstp,1
o21bai,1
or4,1
conb,1
mux2,1
nand2,1
[power breakdown]
| part | total (uW) | internal (uW) | switching (uW) |
|---|---|---|---|
| logic | 72.1 | 46.5 | 25.5 |
| registers | 168 | 161 | 6.48 |
| clock network | 204 | 137 | 67.3 |
| total | 444 | 344 | 99.3 |
[stage by stage]
| stage | setup slack [ps] | hold WS (ps) | utilization [%] | std cells |
|---|---|---|---|---|
| after floorplan | -32.1 | -14.6 | - | 15 |
| after global placement | -781 | 411 | 8.83 | 70 |
| after detailed placement | -811 | 418 | 8.83 | 70 |
| after CTS | -412 | 156 | 9.71 | 75 |
| after global routing | -474 | 170 | 9.71 | 75 |
| final | -395 | 160 | 9.71 | 75 |
[worst register-to-register path: cells and delay by family, from the launching register on]
family                 cells  cell delay, ps
flip-flops                 1             370
AND-OR/OR-AND              1             190
buffers and inverters      3             360
[repair_timing]
action,in CTS,in global routing
resized,9,0
pin swaps,2,0
setup endpoints to repair,2,2
buffers inserted,1,0
[worst paths after layout]
kind                               end  startpoint  slack (ps)
max in group asynchronous     state[0]       reset         710
setup reg to reg              state[1]    state[2]          70
hold reg to reg               state[2]    state[0]         540
min in group clk0             state[2]     data_in         470
hold / removal               async pin       reset         160
setup / recovery           data_out[1]    state[2]        -400
[area by class of cell]
type                    instances  area share, %
inverters                       2           2.26
repair buffers                 10           24.5
clock buffers                   4           7.92
flip-flops and latches          4           30.6
well taps                      46           17.4
multi-input cells               9           17.4
[cells in the final DEF, fill, tap and decap left out]
cell / count
a21o_1: 1
buf_2: 2
buf_4: 4
buf_6: 2
clkbuf_1: 1
clkbuf_4: 3
clkdlybuf4s50_1: 1
conb_1: 1
dfrtp_1: 3
dfstp_2: 1
dlygate4sd2_1: 1
inv_1: 2
mux2_1: 1
nand2_1: 1
nor2_1: 1
o21a_1: 1
o21ai_0: 1
o21bai_1: 1
or4_1: 1
Power and IR drop assume default switching activity.
